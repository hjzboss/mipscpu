File: design/flow/design.v
module fp(
    input wire		clk,
    input wire		rst,
    output reg		fp_clk
);
    reg[30:0] count;
    always @(posedge clk) begin
        if(rst == 1'b0) begin
            count		<= 0;
            fp_clk		<= 0;
        end 
        else if(count == 31'd14999999) begin 
            count		<= 0;
            fp_clk		<= !fp_clk;
        end 
        else begin
            count		<= count + 1;
        end
    end
endmodule
File: design/flow/run.sh
#!/bin/bash
# OpenROAD 26Q1-2900-gdf79404cd8, Yosys 0.63+post, stock flow scripts
make -C /OpenROAD-flow-scripts/flow DESIGN_CONFIG=/design/flow/config.mk WORK_HOME=/design/flow/orfs finish
File: design/flow/config.mk
export PLATFORM = sky130hd
export DESIGN_NAME = fp
export DESIGN_NICKNAME = fp
export VERILOG_FILES = /design/flow/design.v
export SDC_FILE = /design/flow/constraint.sdc
export NUM_CORES = 4
export LEC_CHECK = 1
export CORE_AREA = 10 10 96 96
export DIE_AREA = 0 0 106 106
export SYNTH_HDL_FRONTEND = slang
File: design/flow/constraint.sdc
current_design fp

set clk_period 6.4
set clk_io_pct 0.2

create_clock -name clk0 -period $clk_period [get_ports {clk}]

set non_clock_inputs [all_inputs -no_clocks]
set_input_delay [expr $clk_period * $clk_io_pct] -clock clk0 $non_clock_inputs
set_output_delay [expr $clk_period * $clk_io_pct] -clock clk0 [all_outputs]
==> impl_metrics.py <==
# Synthesis and PnR figures
metrics = {
    "sta": {
        "worst_slew_margin_rel": 0.4538,
        "setup_tns_ns": 0,
        "setup_violations": 0,
        "rsz0062_at_grt": "false",
        "post-route-min-period_ns": 2.371,
        "finalHoldViolations": 0,
        "clock.fmax_ghz": 0.4218,
        "skew_ns": 0.004413,
        "worstMarginPinSlew_ns": 0.8125,
        "report.final.slew_viol_count": 0,
        "period_used_share": 0.3704,
    },
    "cts": {
        "post_cts_buffers": 0,
        "htree_levels": 2,
        "clk_pin_slew_ns": 0.06,
        "cts_tree": "built",
        "clkSinkCount": 32,
        "cts-hold-fix-buffers": 0,
        "clockBufferDepth": 2,
        "post_cts_resized": 0,
        "root_buffer": "clkbuf_8",
        "cts_made_buffers": 5,
        "insertion_delay_ns": 0.28,
    },
    "power": {
        "p_sw_mw": 0.08120,
        "vdd_drop_max_uv": 129.6,
        "pwr-share-comb": 0.027,
        "p_int_mw": 0.2936,
        "seqPwrFrac": 0.553,
        "p_leak_nw": 0.5738,
        "swShare": 0.2166,
        "power_density_nw_per_um2": 207.2,
        "clkPwrFrac": 0.420,
    },
    "setup_path": {
        "worstReg2RegStart": "count[14]$_SDFF_PP0_",
        "cp-end-kind": "primary output",
        "startpoint_type": "register",
        "slowest_delay_ns": 0.47,
        "critPathMaxFanout": 3,
        "reg2reg_to": "count[21]$_SDFF_PP0_",
        "crit_type": "register to primary output",
        "worstRegToRegCells": 5,
        "crit_family": "buffers and inverters",
        "cp.arrival_ns": 1.09,
        "cp.required_ns": 5.12,
        "worst-path-buf-inv": 1,
        "reg2reg_slack_ns": 4.22,
        "crit_chain": "clkdlybuf4s50_1",
        "slowest_stage": "clkdlybuf4s50_1",
    },
    "yosys": {
        "ys_seq_frac": 0.3920,
        "syn_area_sq_um": 1634,
        "yosys_warnings": 0,
        "avgSynthCellArea_sq_um": 8.600,
        "yosysChipArea_sq_um": 1634,
        "synth_cells": 190,
        "synth_flops": 32,
        "area_leaders": "dfxtp_1 39%, xnor2_1 8.0%, nor2_1 7.4%",
        "synth_cell_types": 42,
        "ys_cells": 190,
        "top_cell_area_share": 0.3920,
        "yosysTopAreaCell": "dfxtp_1",
    },
    "cells_and_area": {
        "fin_util": 0.2508,
        "area_delta_synth_final_pct": 10.72,
        "most-common-layout-cells": "32 x nor2_1, 32 x dfxtp_1, 17 x nand3_1, 15 x xnor2_1",
        "layout-drive-gt1-share": 0.07772,
    },
    "worst_hold_path": {
        "hp-start": "fp_clk$_SDFFE_PN0N_",
        "hp-class": "register to register",
        "hold_depth": 2,
        "holdPathEnd": "fp_clk$_SDFFE_PN0N_",
    },
    "die": {
        "die_x_um": 106,
        "core_sq_um": 7214,
        "chipArea_sq_um": 11240,
        "io_pins": 3,
        "die-height_um": 106,
        "fp_util": 0.2265,
        "row_count": 31,
    },
    "global_route": {
        "grtUsageTotal": 0.05906,
        "grt_pass1_vias": 1231,
        "overflow": 0,
        "antenna_found_initial": 0,
        "grt_pass1_wl_um": 5740,
        "grt_max_degree": 25,
    },
    "detailed_routing": {
        "wl_per_cell_um": 11.25,
        "drt_iter0_drc": 61,
        "drtPass1Iterations": 5,
        "via_count": 1293,
        "ant_nets": 0,
        "viasPerCell": 4.428,
        "drc_errors": 0,
        "wl_um": 3284,
        "diodes": 0,
    },
    "place": {
        "port_buffers": 2,
        "place_congestion": 0.8153,
        "dp_hpwl_um": 2270,
    },
    "flow_run": {
        "tool_warnings": 25,
        "maxCapViolations": 0,
    },
    "run_status": {
        "status": "finished, final reports clean",
    },
}
[flip-flops by register name, indices dropped and copies added (netlist names)]
| name | count |
|---|---|
| count | 31 |
| fp_clk | 1 |
[logic make-up (layout without fill, tap and decap cells)]
kind of cell               count (synthesis)  after routing  synth area share
AOI/OAI and AO/OA                         10             10           0.04671
xor gates and xnor gates                  24             24            0.1286
adders and majority gates                  1              1          0.007656
buffers and inverters                     11             14           0.04517
DFF                                       32             32            0.3920
muxes                                      1              1          0.006126
and+or+nand+nor                          111            111            0.3737
[worst max-delay path by stage]
stage / to / slack (ns) / cells past startpoint / startpoint
global route: fp_clk / 3.97 / 1 / fp_clk$_SDFFE_PN0N_
finish: fp_clk / 4.03 / 1 / fp_clk$_SDFFE_PN0N_
CTS: fp_clk / 4.01 / 1 / fp_clk$_SDFFE_PN0N_
[through the flow]
| step | hold slack (ns) | setup slack, ns | power [mW] | cells | area (sq um) |
|---|---|---|---|---|---|
| 6_report | 0.4857 | 4.029 | 0.3748 | 292 | 1809 |
| 5_1_grt | 0.5198 | 3.967 | 0.3903 | 292 | 1809 |
| 4_1_cts | 0.4887 | 4.011 | 0.3800 | 292 | 1809 |
| 3_5_place_dp | 0.4765 | 3.959 | 0.2219 | 284 | 1719 |
| 3_3_place_gp | 0.4723 | 3.984 | 0.2213 | 284 | 1719 |
| 2_1_floorplan | 0.4436 | 4.591 | 0.2189 | 190 | 1634 |
[metal layers]
metal / GRT usage / vias up / part of all wire
met2: 0.08878 / 15 / 0.41
li1: - / 672 / -
met3: 0.01346 / 5 / 0.041
met4: 0.007737 / 0 / 0.012
met5: 0 / - / 0
met1: 0.08668 / 601 / 0.53
[power groups by stage]
stage / Clock, mW / Sequential (mW) / Combinational [mW]
after CTS: 0.163 / 0.207 / 0.0105
after global routing: 0.171 / 0.208 / 0.0114
final: 0.157 / 0.207 / 0.0102
[cell usage after synthesis, drive strengths merged]
master and number:
a21boi 4, a21oi 1, a31oi 1, a41oi 1
and2 4, and2b 1, and3 6, and4 2
buf 4, clkbuf 3, dfxtp 32, ha 1
inv 4, mux2i 1, nand2 13, nand2b 1
nand3 17, nand4 13, nor2 32, nor2b 1
nor3 4, nor3b 1, nor4 7, nor4b 2
nor4bb 1, o21ai 3, or2 1, or3 2
or3b 1, or4 2, xnor2 15, xor2 9
[layout make-up]
cell class | count | area, sq um
Clock buffer | 8 | 90.09
Fill cell | 812 | 5405
Inverter | 4 | 15.01
Multi-Input combinational cell | 147 | 919.6
Sequential cell | 32 | 640.6
Tap cell | 99 | 123.9
Timing Repair Buffer | 2 | 20.02
No activity file was given, so power comes from the tool's default toggle rates.
